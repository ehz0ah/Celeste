### flow/run.sh
#!/bin/bash
# OpenROAD 26Q1-2900-gdf79404cd8, Yosys 0.63+post, stock flow scripts
make -C /OpenROAD-flow-scripts/flow DESIGN_CONFIG=/design/flow/config.mk WORK_HOME=/design/flow/orfs finish
### flow/config.mk
export PLATFORM = sky130hd
export DESIGN_NAME = death_counter
export DESIGN_NICKNAME = death_counter
export VERILOG_FILES = /design/flow/design.v
export SDC_FILE = /design/flow/constraint.sdc
export NUM_CORES = 4
export LEC_CHECK = 1
export CORE_UTILIZATION = 40
### flow/constraint.sdc
current_design death_counter

set clk_period 24.8
set clk_io_pct 0.2

create_clock -name clk0 -period $clk_period [get_ports {clk}]

set non_clock_inputs [all_inputs -no_clocks]
set_input_delay [expr $clk_period * $clk_io_pct] -clock clk0 $non_clock_inputs
set_output_delay [expr $clk_period * $clk_io_pct] -clock clk0 [all_outputs]
### flow/design.v
`timescale 1ns / 1ps
module death_counter (
    input clk,
    input [13:0] number,  
    output reg [3:0] an,
    output reg [6:0] seg
);
    reg [3:0] digit0, digit1, digit2, digit3;
    always @(*) begin
        digit0 = number % 10;
        digit1 = (number / 10) % 10;
        digit2 = (number / 100) % 10;
        digit3 = (number / 1000) % 10;
    end
    reg [15:0] refresh_counter = 0;
    always @(posedge clk)
        refresh_counter <= refresh_counter + 1;
    wire [1:0] current_digit = refresh_counter[15:14];
    always @(*) begin
        case (current_digit)
            2'b00: begin
                an = 4'b1110;
                seg = seg_decoder(digit0);
            end
            2'b01: begin
                an = 4'b1101;
                seg = seg_decoder(digit1);
            end
            2'b10: begin
                an = 4'b1011;
                seg = seg_decoder(digit2);
            end
            2'b11: begin
                an = 4'b0111;
                seg = seg_decoder(digit3);
            end
        endcase
    end
    function [6:0] seg_decoder;
        input [3:0] num;
        begin
            case (num)
                4'd0: seg_decoder = 7'b1000000;
                4'd1: seg_decoder = 7'b1111001;
                4'd2: seg_decoder = 7'b0100100;
                4'd3: seg_decoder = 7'b0110000;
                4'd4: seg_decoder = 7'b0011001;
                4'd5: seg_decoder = 7'b0010010;
                4'd6: seg_decoder = 7'b0000010;
                4'd7: seg_decoder = 7'b1111000;
                4'd8: seg_decoder = 7'b0000000;
                4'd9: seg_decoder = 7'b0010000;
                default: seg_decoder = 7'b1111111;  
            endcase
        end
    endfunction
endmodule
==> ci_impl_report.md <==
### Flow metrics

| Metric | Value |
|---|---|
| Outcome | complete, no violations |
| First-pass GRT wire length | around 53 mm |
| Startpoint of the worst-slack reg-to-reg timing path | refresh_counter[2] |
| Number of buffers inserted for hold repair after clock tree synthesis | 0 |
| Area share of fa/ha/maj cells after synthesis | approximately 5.6% |
| Slew of the pin with the lowest slew margin | about 0.82 ns |
| Start point of the worst hold path | refresh_counter[0] |
| Worst stage delay on the critical path | a little over 0.7 ns |
| Mapped cell area | 0.0101 mm² |
| Sequential-to-total area share from yosys stat | 3.16% |
| And-or/or-and share of the synthesized area | a little over two fifths |
| CTS Sinks | 16 |
| Number of antenna-violating nets in the routed design | 0 |
| Area inside the core boundary | between 0.02 and 0.025 mm² |
| Library cell with the largest summed area after synthesis | ha_1 |
| Leading register cell type out of synthesis | dfxtp_1 |
| Startpoint Class | input pin |
| Fraction of the cycle the final worst path needs | between 80% and 90% |
| Post-Synthesis Cells | 1508 |
| Number of cells upsized or downsized after cts | 0 |
| Critical Path Sink Type | output port |
| Vias post-DR | 11.9k |
| Unique cell type count in the Yosys netlist | 126 |
| Class of the worst hold path | flop to flop |
| Fraction of registers with async set or reset after synthesis | 0% |
| Hold Path Stages | 1 |
| Flip-flops with a built-in enable | 0 |
| I/O pins | 26 |
| Count of input and output buffers | 25 |
| Post-CTS Setup Bufs | 0 |
| Tightest slew margin relative to the limit | between 40% and 50% |
| Worst Setup Slack, final | 3.51 ns |
| Max FO, Critical Path | 27 |
| DR iter-0 viols | approximately 1.1k |
| Top cells by count | nand2_1 (133), nor2_1 (124), a21oi_1 (96) |
| Worst Skew | about 0.0020 ns |
| Data arrival time of the critical path | 16.33 ns |
| Routed length per instance | roughly 18 µm |
| Aggregate global-route resource usage | 24.3% |
| Period minus WS final | about 21 ns |
| Max-cap check violation count | 0 |
| Simple-Gate Fraction of Synth Area | a little over 30% |
| Syn-to-layout area delta | 4.42% |
| Maximum buffer depth of the clock tree | 2 |
| Number of endpoints failing setup at the final stage | 0 |
| Crit Reg-Reg Endpoint | refresh_counter[12] |
| Power per unit of standard cell area | ~90 mW/mm² |
| Number of flip-flops in the largest register | 16 |
| Leakage Power | 0.00374 µW |
| Placement-stage worst setup slack | 3.73 ns |
| Synthesis area per yosys | 0.0101 mm² |
| H-tree levels | 1 |
| TritonCTS clock tree | done |
| CTS clk-pin slew, worst paths | 0.05 ns |
| Unrepaired setup endpoints after global routing | false |
| Most frequent cell after synthesis | nand2_1 |
| Synth area leaders | ha_1 (4.9%), nand2_1 (4.9%), a21oi_1 (4.7%), xnor2_1 (4.7%), nor2_1 (4.6%) |
| Worst-case hold path end point | refresh_counter[0] |
| FMAX | 47.0 MHz |
| VDD IR max | roughly 77 µV |
| Final count of pins violating max slew | 0 |
| Slowest cell on the critical path | or4_1 |
| FF-to-FF path depth | 6 |
| Ratio of routed vias to standard cells | around 6.6 |
| Synth Area per Inst | 6.71 µm² |
| Top register by number of flip-flops | refresh_counter |
| Yosys xor share | 5.67% |
| Last weighted congestion value of the routability-driven placer | 0.976 |
| Dominant combinational family | AND-OR/OR-AND gates |
| Count of unresolved DRC violations after routing | 0 |
| Total number of placement rows | 57 |
| Post-detail-place hpwl | 24.0 mm |
| Mux share | 4.50% |
| Post-route setup TNS | 0 ns |
| Die Y | 161 µm |
| Number of detailed-routing iterations run before antenna repair | 5 |
| Required arrival time at the worst endpoint | 19.84 ns |
| Fraction of post-synthesis cell area in the top cell type by area | 4.94% |
| Die boundary width | 161 µm |
| Number of synthesized register bits | 16 |
| Grt ovf | 0 |
| Starting density of the core | 41.1% |
| Final routed wirelength across all metal layers | 31.5 mm |
| Diode insertion count for antenna repair | 0 |
| R2r setup slk | 23.32 ns |
| Share of layout cells above drive strength 1 | 9.05% |
| Yosys stat cell total | around 1.5k |
| Crit Path Category | input pin to output port |
| Area enclosed by the die boundary | 0.0259 mm² |
| Top flop regs | refresh_counter (16) |
| Insertion delay of the later-clocked pin in the worst-skew pair | 0.24 ns |
| Clock tree root driver cell | clkbuf_16 |
| Number of buffers created by CTS | 3 |
| Warnings from Yosys | 1 |
| Number of global-route vias before repair | ~11k |
| Maximum number of pins on one net before global-route repair | 38 |
| Count of warning messages emitted by the tools | between 40 and 50 |
| Number of antenna violations at the first check in global routing | 0 |
| Final hold violation count | 0 |
## logic make-up (layout without fill, tap and decap cells)
family	after synthesis	after routing
multiplexers	40	40
AND/OR/NAND/NOR	599	599
AND-OR/OR-AND	600	600
adder cells (fa/ha/maj)	47	47
flip-flops	16	16
XOR/XNOR	64	64
buffers and inverters	142	103
## worst max-delay path, delay by kind of cell
kind            cells  cell delay (ns)
compound gates     15             4.04
xor+xnor            1             0.37
buf+inv             5             1.45
simple gates       13             4.65
fa+ha+maj           3             0.83
## per-layer routing
| layer | up-vias | track usage (%) | part of all wire (%) |
|---|---|---|---|
| li1 | 5848 | - | - |
| met1 | 5579 | 35.5 | 47 |
| met2 | 434 | 39.5 | 46 |
| met3 | 59 | 1.52 | 5.6 |
| met4 | 0 | 5.10 | 1.5 |
| met5 | - | 0 | 0 |
## through the flow
stage,utilization [%],power (µW),hold WS [ns],cell area (µm²),std cells
2_1_floorplan,-,737,0.402,10100,1508
3_3_place_gp,42.7,914,0.428,10500,1790
3_5_place_dp,42.7,907,0.426,10500,1790
6_report,43.0,954,0.444,10600,1793
4_1_cts,43.0,944,0.442,10600,1793
5_1_grt,43.0,1050,0.451,10600,1793
## layout by cell type, fill, tap and decap left out, types with 9 or more instances in the layout
cell             netlist  final
a211oi_1              36     36
clkdlybuf4s50_1        0     25
nand3_1               54     54
a31o_2                12     12
inv_1                 40     40
nor2b_1               14     14
o22ai_1               20     20
or2_2                 16     16
o211a_1               10     10
a21o_1                20     20
o21ai_0               90     90
or4_1                  9      9
o21ai_1               17     17
and2_1                23     23
a21oi_1               96     96
nor4_1                16     16
o21a_1                14     14
a31oi_1               31     31
dfxtp_1               16     16
o211ai_1              31     31
xnor2_1               54     54
nand2_1              133    133
ha_1                  40     40
nand2b_1              21     21
o2111ai_1             12     12
nor2_1               124    124
nor3_1                56     56
a211o_1               12     12
buf_4                 10     23
o221ai_1              11     11
mux2i_1               28     28
xor2_1                 9      9
and3_1                20     20
o31ai_1               23     23
a41oi_1                9      9
or3_1                 15     15
o32ai_1                9      9
nand4_1               43     43
a2111oi_0             12     12
## worst max-delay path by stage
stage	startpoint	endpoint	slack, ns
CTS	number[12]	seg[5]	3.70
global route	number[11]	seg[5]	2.53
finish	number[12]	seg[5]	3.51
## area by class of cell
class / instances / area [µm²]
Multi-Input combinational cell: 1350 / 9150
Timing Repair Buffer: 48 / 423
Fill cell: 2541 / 14000
Clock buffer: 3 / 75.1
Tap cell: 324 / 405
Inverter: 52 / 200
Sequential cell: 16 / 320
## power by group
group          internal (µW)  total (µW)  leakage (µW)  switching [µW]
Sequential              25.8        25.8      0.000129               0
Clock                   21.1        30.0     0.0000370            8.91
Combinational            335         899       0.00357             564
Total                    382         954       0.00374             573
Power and IR drop assume default switching activity.
