==> design.v <==
`timescale 1ns / 1ps
module dash_input_controller (
    input clk100hz,
    input basys_3_clock,
    input leftBtn,
    input rightBtn,
    input dashBtn,
    output [15:0] led
    );
    reg dash_prev_slow = 0;
    wire dash_pulse;
    reg player_facing_left = 0;
    always @(posedge basys_3_clock) begin
        if (leftBtn)
            player_facing_left <= 1;
        else if (rightBtn)
            player_facing_left <= 0;
    end
    always @(posedge clk100hz) begin
        dash_prev_slow <= dashBtn;
    end
    assign dash_pulse = dashBtn & ~dash_prev_slow;
    reg [22:0] pulse_timer = 0;
    reg dash_trigger = 0;
    always @(posedge basys_3_clock) begin
        if (dash_pulse) begin
            pulse_timer <= 23'd5_000_000;  
            dash_trigger <= 1;
        end else if (pulse_timer > 0) begin
            pulse_timer <= pulse_timer - 1;
            dash_trigger <= 1;
        end else begin
            dash_trigger <= 0;
        end
    end
    dash_leds dash_ui (
        .clk(basys_3_clock),
        .dash_trigger(dash_trigger),
        .player_facing_left(player_facing_left),
        .led(led)
    );
endmodule
`timescale 1ns / 1ps
module dash_leds (
    input clk,                    
    input dash_trigger,           
    input player_facing_left,     
    output reg [15:0] led         
);
    reg [22:0] clk_div = 0;
    wire slow_clk = clk_div[19];
    always @(posedge clk)
        clk_div <= clk_div + 1;
    parameter IDLE = 2'd0,
              TURNING_OFF = 2'd1,
              TURNING_ON  = 2'd2;
    reg [1:0] state = IDLE;
    reg [3:0] index = 0;
    reg dir = 0;
    always @(posedge slow_clk) begin
        case (state)
            IDLE: begin
                led <= 16'b1111111111111111;
                index <= 0;
                if (dash_trigger) begin
                    dir <= player_facing_left;
                    state <= TURNING_OFF;
                end
            end
            TURNING_OFF: begin
                if (dir == 1)
                    led[index] <= 0;         
                else
                    led[15 - index] <= 0;    
                index <= index + 1;
                if (index == 15)
                    state <= TURNING_ON;
            end
            TURNING_ON: begin
                if (dir == 1)
                    led[index] <= 1;
                else
                    led[15 - index] <= 1;
                index <= index + 1;
                if (index == 15)
                    state <= IDLE;
            end
            default: state <= IDLE;
        endcase
    end
endmodule
==> run.sh <==
#!/bin/bash
# OpenROAD 26Q1-2900-gdf79404cd8, Yosys 0.63+post, stock flow scripts
make -C /OpenROAD-flow-scripts/flow DESIGN_CONFIG=/design/flow/config.mk WORK_HOME=/design/flow/orfs finish
==> config.mk <==
export PLATFORM = sky130hd
export DESIGN_NAME = dash_input_controller
export DESIGN_NICKNAME = dash_input_controller
export VERILOG_FILES = /design/flow/design.v
export SDC_FILE = /design/flow/constraint.sdc
export NUM_CORES = 4
export LEC_CHECK = 1
export CORE_UTILIZATION = 30
==> constraint.sdc <==
current_design dash_input_controller

set clk_period 5.8
set clk_io_pct 0.2

create_clock -name clk0 -period $clk_period [get_ports {basys_3_clock}]
create_clock -name clk1 -period $clk_period [get_ports {clk100hz}]

set non_clock_inputs [all_inputs -no_clocks]
set_input_delay [expr $clk_period * $clk_io_pct] -clock clk0 $non_clock_inputs
set_output_delay [expr $clk_period * $clk_io_pct] -clock clk0 [all_outputs]
==> Changelog: implementation <==
### Changed

- Die Wd: 116 um
- Total CTS buffers: 5
- Via-to-Cell Ratio: 5.36
- Max cap viols: 0
- Endpoints left unconstrained: 62
- PostCTS Resize Cnt: 0
- Cell Area, Synth: 3880 um2
- Critical path launch point type: flip-flop
- CTS root buf: clkbuf_16
- I/O Pins: 21
- Final Util: 0.351
- Initial antenna violation count: 0
- Slew @ Worst Pin: 0.924 ns
- Ys cells: 419
- Area share, top type: 0.237
- First-pass GRT wire length: 14,500 um
- Most area-hungry cell type in the Yosys netlist: dfxtp_1
- GPL Wtd Cong: 0.918
- Num rows: 41
- Top area cell types: dfxtp_1 24%, edfxtp_1 18%, ha_1 3.9%
- HPWL after detailed placement: 5960 um
- Die Y: 116 um
- Vias in the first global route: 3,051
- Total Routing Usage GR: 0.135
- Port bufs: 19
- Core footprint: 12,600 um2
- DR pass1 iterations: 4
- Most numerous logic cells after layout: 46 x dfxtp_1, 36 x nand2_1, 27 x nor2_1
- Worst r2r path cells: 4
- Critical path capture point type: flip-flop
- Hold slack: 0.396 ns
- Post-Synthesis Cells: 419
- Req. time, crit path: 6.01 ns
- # fillers: 1,299
- Commonest Layout Cell: dfxtp_1
- Initial DRC count: 138
- Worst min path class: reg -> reg
- Tool Warnings: 34
- R2r setup slk: 3.65 ns
- Synth Register Bits: 69
- Syn avg cell area: 9.27 um2
- Area reported by Yosys stat: 3880 um2
- Count of unclocked register or latch pins: 23
- MI comb area: 2140 um2
- Number of synthesized flops with an enable pin: 23
- Launching point of the worst reg2reg path: pulse_timer[6]
- Share of layout cells above drive strength 1: 0.0556
- Netlist cell types: 56
- CP Max Fanout: 9
- VDD IR max: 253 uV
- Worst Setup SP: pulse_timer[6]
- Relative slew slack: 0.379
- Reg2reg end: pulse_timer[12]
- Wirelength, routed: 8470 um
- H-Tree Level Count: 2
- P_leak: 0.00150 uW
- Via count: 3,239
- Final Hold Vio Count: 0
- Wire length per cell: 14.0 um
- Diode count: 0
- Reg area: 1610 um2
- Post-synth seq share: 0.415
- Total negative setup slack: 0 ns
- DRC Markers: 0
- Clock Tree Buf Depth: 2
- Fp_density: 0.308
- Detail Route Antenna Nets: 0
- Setup Skew: 0.00307 ns
- PD cells: 189 nW/um2
- Max Slew Vio Count: 0
- CTS tree: done
- Design area: 4430 um2
- Post-CTS setup buffers: 0
- Area added between synthesis and finish: 14.1%
- Die area: 13,400 um2
- Gr ovfl total: 0
- Critical Setup Path Class: reg -> reg
- Arrival @ worst endpoint: 2.37 ns
- Pin count of the biggest net entering global routing: 27
- Clock transition at path regs: 0.06 ns
- Cell Area, Placed: 4240 um2
- Main flop type: dfxtp_1
- RSZ-0062 raised after global routing: no
- Status: completed
- Crit path capture: pulse_timer[12]
- Share of synthesized registers carrying an async set or reset: 0
- # setup viols final: 0
- Ys Warns: 2
- Hold_buf cts: 0
## per-stage QoR
step,worst slack [ns],std cells,total power (uW)
after floorplan,3.64,419,459
after detailed placement,3.41,596,486
after global placement,3.43,596,482
final,3.65,604,837
after global routing,3.55,604,881
after CTS,3.69,604,846
## cell usage after synthesis, types with 5 or more instances
master    instances
a211oi_1          5
nor2_1           27
xnor2_1          14
o211ai_1         11
nand4_1           9
ha_1             12
nand2_1          36
o22ai_1           6
xor2_1            6
a21oi_1          11
a31oi_1           9
nor2b_1           5
clkbuf_1         15
inv_1            15
nand3_1          25
mux2i_1          12
edfxtp_1         23
nor3_1           11
or3_1            11
nor4_1           10
and2_1           12
nor3b_1           5
dfxtp_1          46
nand2b_1         10
## cells by family after synthesis
group / count (synthesis) / share of synthesized area
AND/OR/NAND/NOR: 187 / 0.270
adder cells (fa/ha/maj): 12 / 0.0386
flip-flops: 69 / 0.415
XOR/XNOR: 20 / 0.0451
multiplexers: 12 / 0.0309
buffers and inverters: 34 / 0.0351
AND-OR/OR-AND: 85 / 0.166
## registers in the layout (all words and copies together) (netlist names)
register and cells:
dash_trigger 1, dash_ui.state 2, pulse_timer 23, dash_ui.clk_div 20
dash_prev_slow 1, dash_ui.led 16, dash_ui.index 4, player_facing_left 1
dash_ui.dir 1
## power breakdown
part / internal, uW / switching (uW)
combinational: 53.6 / 51.8
clock: 246 / 113
sequential: 340 / 33.5
## per-layer routing
| metal | track usage | share of wire |
|---|---|---|
| met2 | 0.211 | 0.44 |
| met5 | 0 | 0 |
| met4 | 0.0274 | 0.021 |
| met3 | 0.00959 | 0.040 |
| met1 | 0.210 | 0.50 |
## how the worst min path moves through the flow
stage | from | to | slack [ns] | cells past startpoint
global route | dash_prev_slow | pulse_timer[17] | 0.44 | 3
CTS | dash_prev_slow | pulse_timer[17] | 0.39 | 3
finish | dash_prev_slow | pulse_timer[17] | 0.40 | 3
## layout make-up
class / count / area share
clock buffers: 5 / 0.0282
clock inverters: 3 / 0.0147
inverters: 16 / 0.0135
multi-input cells: 316 / 0.482
flip-flops and latches: 69 / 0.363
well taps: 172 / 0.0485
repair buffers: 23 / 0.0497
## critical path: stages (launching register included)
cell and delay, ns:
dfxtp_1 0.34, nor3_1 0.47, nand3_1 0.39, a2111oi_0 0.65, mux2i_1 0.23
No activity file was given, so power comes from the tool's default toggle rates.
