===== /design/flow/design.v =====
`timescale 1ns / 1ps
module Oled_Display(clk, reset, frame_begin, sending_pixels,
  sample_pixel, pixel_index, pixel_data, cs, sdin, sclk, d_cn, resn, vccen,
  pmoden);
localparam Width = 96;
localparam Height = 64;
localparam PixelCount = Width * Height;
localparam PixelCountWidth = $clog2(PixelCount);
parameter ClkFreq = 6250000;  
input clk, reset;
output frame_begin, sending_pixels, sample_pixel;
output [PixelCountWidth-1:0] pixel_index;
input [15:0] pixel_data;
output cs, sdin, sclk, d_cn, resn, vccen, pmoden;
localparam FrameFreq = 60;
localparam FrameDiv = ClkFreq / FrameFreq;
localparam FrameDivWidth = $clog2(FrameDiv);
reg [FrameDivWidth-1:0] frame_counter;
assign frame_begin = frame_counter == 0;
localparam PowerDelay = 20;  
localparam ResetDelay = 3;  
localparam VccEnDelay = 20;  
localparam StartupCompleteDelay = 100;  
localparam MaxDelay = StartupCompleteDelay;
localparam MaxDelayCount = (ClkFreq * MaxDelay) / 1000;
reg [$clog2(MaxDelayCount)-1:0] delay;
localparam StateCount = 32;
localparam StateWidth = $clog2(StateCount);
localparam PowerUp = 5'b00000;
localparam Reset = 5'b00001;
localparam ReleaseReset = 5'b00011;
localparam EnableDriver = 5'b00010;
localparam DisplayOff = 5'b00110;
localparam SetRemapDisplayFormat = 5'b00111;
localparam SetStartLine = 5'b00101;
localparam SetOffset = 5'b00100;
localparam SetNormalDisplay = 5'b01100;
localparam SetMultiplexRatio = 5'b01101;
localparam SetMasterConfiguration = 5'b01111;
localparam DisablePowerSave = 5'b01110;
localparam SetPhaseAdjust = 5'b01010;
localparam SetDisplayClock = 5'b01011;
localparam SetSecondPrechargeA = 5'b01001;
localparam SetSecondPrechargeB = 5'b01000;
localparam SetSecondPrechargeC = 5'b11000;
localparam SetPrechargeLevel = 5'b11001;
localparam SetVCOMH = 5'b11011;
localparam SetMasterCurrent = 5'b11010;
localparam SetContrastA = 5'b11110;
localparam SetContrastB = 5'b11111;
localparam SetContrastC = 5'b11101;
localparam DisableScrolling = 5'b11100;
localparam ClearScreen = 5'b10100;
localparam VccEn = 5'b10101;
localparam DisplayOn = 5'b10111;
localparam PrepareNextFrame = 5'b10110;
localparam SetColAddress = 5'b10010;
localparam SetRowAddress = 5'b10011;
localparam WaitNextFrame = 5'b10001;
localparam SendPixel = 5'b10000;
assign sending_pixels = state == SendPixel;
assign resn = state != Reset;
assign d_cn = sending_pixels;
assign vccen = state == VccEn || state == DisplayOn ||
  state == PrepareNextFrame || state == SetColAddress ||
  state == SetRowAddress || state == WaitNextFrame || state == SendPixel;
assign pmoden = !reset;
reg [15:0] color;
reg [StateWidth-1:0] state;
wire [StateWidth-1:0] next_state = fsm_next_state(state, frame_begin, pixel_index);
function [StateWidth-1:0] fsm_next_state;
  input [StateWidth-1:0] state;
  input frame_begin;
  input [PixelCountWidth-1:0] pixels_remain;
  case (state)
    PowerUp: fsm_next_state = Reset;
    Reset: fsm_next_state = ReleaseReset;
    ReleaseReset: fsm_next_state = EnableDriver;
    EnableDriver: fsm_next_state = DisplayOff;
    DisplayOff: fsm_next_state = SetRemapDisplayFormat;
    SetRemapDisplayFormat: fsm_next_state = SetStartLine;
    SetStartLine: fsm_next_state = SetOffset;
    SetOffset: fsm_next_state = SetNormalDisplay;
    SetNormalDisplay: fsm_next_state = SetMultiplexRatio;
    SetMultiplexRatio: fsm_next_state = SetMasterConfiguration;
    SetMasterConfiguration: fsm_next_state = DisablePowerSave;
    DisablePowerSave: fsm_next_state = SetPhaseAdjust;
    SetPhaseAdjust: fsm_next_state = SetDisplayClock;
    SetDisplayClock: fsm_next_state = SetSecondPrechargeA;
    SetSecondPrechargeA: fsm_next_state = SetSecondPrechargeB;
    SetSecondPrechargeB: fsm_next_state = SetSecondPrechargeC;
    SetSecondPrechargeC: fsm_next_state = SetPrechargeLevel;
    SetPrechargeLevel: fsm_next_state = SetVCOMH;
    SetVCOMH: fsm_next_state = SetMasterCurrent;
    SetMasterCurrent: fsm_next_state = SetContrastA;
    SetContrastA: fsm_next_state = SetContrastB;
    SetContrastB: fsm_next_state = SetContrastC;
    SetContrastC: fsm_next_state = DisableScrolling;
    DisableScrolling: fsm_next_state = ClearScreen;
    ClearScreen: fsm_next_state = VccEn;
    VccEn: fsm_next_state = DisplayOn;
    DisplayOn: fsm_next_state = PrepareNextFrame;
    PrepareNextFrame: fsm_next_state = SetColAddress;
    SetColAddress: fsm_next_state = SetRowAddress;
    SetRowAddress: fsm_next_state = WaitNextFrame;
    WaitNextFrame: fsm_next_state = frame_begin ? SendPixel : WaitNextFrame;
    SendPixel: fsm_next_state = (pixel_index == PixelCount-1) ?
      PrepareNextFrame : SendPixel;
    default: fsm_next_state = PowerUp;
  endcase
endfunction
localparam SpiCommandMaxWidth = 40;
localparam SpiCommandBitCountWidth = $clog2(SpiCommandMaxWidth);
reg [SpiCommandBitCountWidth-1:0] spi_word_bit_count;
reg [SpiCommandMaxWidth-1:0] spi_word;
wire spi_busy = spi_word_bit_count != 0;
assign cs = !spi_busy;
assign sclk = clk | !spi_busy;
assign sdin = spi_word[SpiCommandMaxWidth-1] & spi_busy;
assign sample_pixel = (state == WaitNextFrame && frame_begin) ||
  (sending_pixels && frame_counter[3:0] == 0);
assign pixel_index = sending_pixels ?
  frame_counter[FrameDivWidth-1:$clog2(16)] : 0;
always @(negedge clk) begin
  if (reset) begin
    frame_counter <= 0;
    delay <= 0;
    state <= 0;
    spi_word <= 0;
    spi_word_bit_count <= 0;
  end else begin
    frame_counter <= (frame_counter == FrameDiv-1) ? 0 : frame_counter + 1;
    if (spi_word_bit_count > 1) begin
      spi_word_bit_count <= spi_word_bit_count - 1;
      spi_word <= {spi_word[SpiCommandMaxWidth-2:0], 1'b0};
    end else if (delay != 0) begin
      spi_word <= 0;
      spi_word_bit_count <= 0;
      delay <= delay - 1;
    end else begin
      state <= next_state;
      case (next_state)
        PowerUp: begin
          spi_word <= 0;
          spi_word_bit_count <= 0;
          delay <= (ClkFreq * PowerDelay) / 1000;
        end
        Reset: begin
          spi_word <= 0;
          spi_word_bit_count <= 0;
          delay <= (ClkFreq * ResetDelay) / 1000;
        end
        ReleaseReset: begin
          spi_word <= 0;
          spi_word_bit_count <= 0;
          delay <= (ClkFreq * ResetDelay) / 1000;
        end
        EnableDriver: begin
          spi_word <= {16'hFD12, {SpiCommandMaxWidth-16{1'b0}}};
          spi_word_bit_count <= 16;
          delay <= 1;
        end
        DisplayOff: begin
          spi_word <= {8'hAE, {SpiCommandMaxWidth-8{1'b0}}};
          spi_word_bit_count <= 8;
          delay <= 1;
        end
        SetRemapDisplayFormat: begin
          spi_word <= {16'hA072, {SpiCommandMaxWidth-16{1'b0}}};
          spi_word_bit_count <= 16;
          delay <= 1;
        end
        SetStartLine: begin
          spi_word <= {16'hA100, {SpiCommandMaxWidth-16{1'b0}}};
          spi_word_bit_count <= 16;
          delay <= 1;
        end
        SetOffset: begin
          spi_word <= {16'hA200, {SpiCommandMaxWidth-16{1'b0}}};
          spi_word_bit_count <= 16;
          delay <= 1;
        end
        SetNormalDisplay: begin
          spi_word <= {8'hA4, {SpiCommandMaxWidth-8{1'b0}}};
          spi_word_bit_count <= 8;
          delay <= 1;
        end
        SetMultiplexRatio: begin
          spi_word <= {16'hA83F, {SpiCommandMaxWidth-16{1'b0}}};
          spi_word_bit_count <= 16;
          delay <= 1;
        end
        SetMasterConfiguration: begin
          spi_word <= {16'hAD8E, {SpiCommandMaxWidth-16{1'b0}}};
          spi_word_bit_count <= 16;
          delay <= 1;
        end
        DisablePowerSave: begin
          spi_word <= {16'hB00B, {SpiCommandMaxWidth-16{1'b0}}};
          spi_word_bit_count <= 16;
          delay <= 1;
        end
        SetPhaseAdjust: begin
          spi_word <= {16'hB131, {SpiCommandMaxWidth-16{1'b0}}};
          spi_word_bit_count <= 16;
          delay <= 1;
        end
        SetDisplayClock: begin
          spi_word <= {16'hB3F0, {SpiCommandMaxWidth-16{1'b0}}};
          spi_word_bit_count <= 16;
          delay <= 1;
        end
        SetSecondPrechargeA: begin
          spi_word <= {16'h8A64, {SpiCommandMaxWidth-16{1'b0}}};
          spi_word_bit_count <= 16;
          delay <= 1;
        end
        SetSecondPrechargeB: begin
          spi_word <= {16'h8B78, {SpiCommandMaxWidth-16{1'b0}}};
          spi_word_bit_count <= 16;
          delay <= 1;
        end
        SetSecondPrechargeC: begin
          spi_word <= {16'h8C64, {SpiCommandMaxWidth-16{1'b0}}};
          spi_word_bit_count <= 16;
          delay <= 1;
        end
        SetPrechargeLevel: begin
          spi_word <= {16'hBB3A, {SpiCommandMaxWidth-16{1'b0}}};
          spi_word_bit_count <= 16;
          delay <= 1;
        end
        SetVCOMH: begin
          spi_word <= {16'hBE3E, {SpiCommandMaxWidth-16{1'b0}}};
          spi_word_bit_count <= 16;
          delay <= 1;
        end
        SetMasterCurrent: begin
          spi_word <= {16'h8706, {SpiCommandMaxWidth-16{1'b0}}};
          spi_word_bit_count <= 16;
          delay <= 1;
        end
        SetContrastA: begin
          spi_word <= {16'h8191, {SpiCommandMaxWidth-16{1'b0}}};
          spi_word_bit_count <= 16;
          delay <= 1;
        end
        SetContrastB: begin
          spi_word <= {16'h8250, {SpiCommandMaxWidth-16{1'b0}}};
          spi_word_bit_count <= 16;
          delay <= 1;
        end
        SetContrastC: begin
          spi_word <= {16'h837D, {SpiCommandMaxWidth-16{1'b0}}};
          spi_word_bit_count <= 16;
          delay <= 1;
        end
        DisableScrolling: begin
          spi_word <= {8'h25, {SpiCommandMaxWidth-8{1'b0}}};
          spi_word_bit_count <= 8;
          delay <= 1;
        end
        ClearScreen: begin
          spi_word <= {40'h2500005F3F, {SpiCommandMaxWidth-40{1'b0}}};
          spi_word_bit_count <= 40;
          delay <= 1;
        end
        VccEn: begin
          spi_word <= 0;
          spi_word_bit_count <= 0;
          delay <= (ClkFreq * VccEnDelay) / 1000;
        end
        DisplayOn: begin
          spi_word <= {8'hAF, {SpiCommandMaxWidth-8{1'b0}}};
          spi_word_bit_count <= 8;
          delay <= (ClkFreq * StartupCompleteDelay) / 1000;
        end
        PrepareNextFrame: begin
          spi_word <= 0;
          spi_word_bit_count <= 0;
          delay <= 1;
        end
        SetColAddress: begin
          spi_word <= {24'h15005F, {SpiCommandMaxWidth-24{1'b0}}};
          spi_word_bit_count <= 24;
          delay <= 1;
        end
        SetRowAddress: begin
          spi_word <= {24'h75003F, {SpiCommandMaxWidth-24{1'b0}}};
          spi_word_bit_count <= 24;
          delay <= 1;
        end
        WaitNextFrame: begin
          spi_word <= 0;
          spi_word_bit_count <= 0;
          delay <= 0;
        end
        SendPixel: begin
          spi_word <= {pixel_data, {SpiCommandMaxWidth-16{1'b0}}};
          spi_word_bit_count <= 16;
          delay <= 0;
        end
        default: begin
          spi_word <= 0;
          spi_word_bit_count <= 0;
          delay <= 0;
        end
      endcase
    end
  end
end
endmodule

===== /design/flow/run.sh =====
#!/bin/bash
# OpenROAD 26Q1-2900-gdf79404cd8, Yosys 0.63+post, stock flow scripts
make -C /OpenROAD-flow-scripts/flow DESIGN_CONFIG=/design/flow/config.mk WORK_HOME=/design/flow/orfs finish

===== /design/flow/config.mk =====
export PLATFORM = sky130hd
export DESIGN_NAME = Oled_Display
export DESIGN_NICKNAME = Oled_Display
export VERILOG_FILES = /design/flow/design.v
export SDC_FILE = /design/flow/constraint.sdc
export NUM_CORES = 4
export LEC_CHECK = 1
export CORE_UTILIZATION = 40

===== /design/flow/constraint.sdc =====
current_design Oled_Display

set clk_period 5.2
set clk_io_pct 0.2

create_clock -name clk0 -period $clk_period [get_ports {clk}]

set non_clock_inputs [all_inputs -no_clocks]
set_input_delay [expr $clk_period * $clk_io_pct] -clock clk0 $non_clock_inputs
set_output_delay [expr $clk_period * $clk_io_pct] -clock clk0 [all_outputs]

==> flow_summary.toml <==
# physical design summary
[detailed_routing]
first_pass_iters = 5
diodes = 0
route.antenna.remaining_nets = 0
route.detailed.wl_per_inst_um = 17.4
drc_violations_left = 0
drt-vias-per-instance = 5.71
wl_um = 20100
drt_iter0_markers = 755
route.vias.total = 6582

[grt]
antenna_found_initial = 0
grt_pass1_wl_um = 31900
grt_remaining_overflow = 0
first_global_vias = 6284
maximum_number_of_pins_on_one_net_before_global_route_repair = 45
globalRouteTotalUtil = 0.288

[cts]
tritoncts = "yes"
clk_pin_slew_worst_paths_ns = 0.03
cts.htree.levels = 3
worst_skew_pair.late_latency_ns = 0.42
cts_hold_repair.buffers = 0
cts_buffer_depth = 2
clockRootBuffer = "sky130_fd_sc_hd__clkbuf_16"
cts_made_buffers = 9

[worst_setup_path]
rr_worst_depth = 10
crit_fanout = 2
ff2ff_setup_slack_ns = 1.76
worstSetupEndpointType = "output pin"
criticalPathCategory = "reg -> out"
endpoint = "sample_pixel"
startpoint = "state[4]"
cp.required_ns = 4.16
timing.critical_path.from_type = "flop"
worst_r2r_startpoint = "delay[0]"
timing.rr.end = "delay[11]"
worst_ep_arrival_time_ns = 4.26

[floorplan]
floorplan.initialDensity = 0.416
pin_count = 41
floorplan.core_area_um2 = 13400
die_y_um = 120
chip_area_um2 = 14400
dieWidth_um = 120
rows = 42

[cells_and_area]
final_core_utilization = 0.577
design_area_um2 = 7730
share_of_post_route_cells_with_drive_strength_above_1 = 0.225
area_growth_syn_to_layout_pct = 38.7
non_filler_instance_count_after_layout = 1153

[yosys]
ys.flops = 88
ys_chip_area_um2 = 5570
yosysSeqAreaShare = 0.316
synth.yosys.num_cells = 771
synth_async_sr_flop_share = 0
flop_cell = "sky130_fd_sc_hd__dfxtp_1"
postSynthCellCount = 771
syn_area_um2 = 5570
enable_flop_cells = 0
synth_warnings = 1
synth.avg_cell_area_um2 = 7.23
synth_cell_types = 73

[power]
power_report.internal_total_mw = 1.78
share_clk_of_total_power = 0.274
power_leakage_nw = 3.56
comb_power_share = 0.466
power_per_cell_area_nw_per_um2 = 419
switching_power_total_mw = 1.46
share_seq_of_total_power = 0.260
p_sw_frac = 0.451
vdd.ir_drop.worst_mv = 0.246

[sta]
finClkSkew_ns = 0.0202
report.final.hold_viol_count = 0
slew_headroom = 0.420
setup_viol = 10
layout_setup_ws_ns = -0.102
holdWs_ns = 0.414
rsz0062_at_grt = "true"
worst-slew-pin-transition_ns = 0.862
slew_violations = 0

[placed_design]
place.detailed.hpwl_um = 13400
port-buffer-count = 40
dp.cells = 1009
dpl_cell_area_um2 = 6580
routabilityCongestion = 0.984
preCtsSetupSlack_ns = -0.462

[outcome]
outcome = "complete, but fails checks"
failing_checks = "negative setup slack"

[min_path]
worst_hold_check_path_type = "reg -> reg"

[run]
drv.max_cap_violation_count = 0
log.warning_count = 121
## layout by cell type, fill, tap and decap left out, drive strengths merged, types with 7 or more instances in the layout
cell type      instances
buf                  132
or3                   10
a211oi                 7
nand3                 38
and2                  15
nor3                  31
nor2b                  9
nor2                  85
a31oi                  7
or4                    8
o31ai                  7
clkdlybuf4s50         17
nor4                  24
and3                  11
a22oi                  8
inv                  108
nand2                103
dfxtp                 88
xor2                  16
o21ai                 59
xnor2                 18
o22ai                 10
clkbuf                11
nand4                 10
a21oi                 57
## power by group through the flow
| stage | clock, mW | sequential, mW | combinational [mW] |
|---|---|---|---|
| 4_1_cts | 0.922 | 0.833 | 1.46 |
| 5_1_grt | 1.01 | 0.850 | 1.63 |
| 6_report | 0.888 | 0.841 | 1.51 |
## state kept, by name (all words and copies together), names as in the netlist
signal / flops
state: 5
frame_counter: 17
spi_word: 40
spi_word_bit_count: 6
delay: 20
## routing by layer
layer | vias to the layer above | global-route usage | share of wire
met1 | 3011 | 0.419 | 0.46
met3 | 64 | 0.0816 | 0.077
met5 | - | 0 | 0
met4 | 0 | 0.125 | 0.033
met2 | 317 | 0.401 | 0.43
li1 | 3190 | - | -
## through the flow
step	power (mW)	setup TNS, ns
after detailed placement	2.30	-9.03
final	3.24	-0.390
after global placement	2.30	-8.36
after global routing	3.49	-1.12
after floorplan	1.86	0
after CTS	3.21	-1.91
## kinds of logic (layout without fill, tap and decap cells)
logic type                 Yosys count  after routing  synth area share
xor gates and xnor gates            35             35            0.0611
and+or+nand+nor                    366            366             0.328
adders and majority gates            6              6            0.0135
buffers and inverters               73            279            0.0507
AOI/OAI and AO/OA                  199            199             0.223
muxes                                4              4           0.00718
DFF                                 88             88             0.316
## cell usage after synthesis, drive strengths merged, types with 11 or more instances
cell	instances	area [µm²]
a21oi	57	285
and2	15	93.8
and3	11	70.1
buf	14	61.3
clkbuf	42	158
dfxtp	88	1760
inv	15	56.3
nand2	103	394
nand3	38	190
nor2	85	319
nor3	31	166
nor4	24	186
o21ai	59	295
xnor2	18	176
xor2	16	140
## cell type report
class / instances / area, µm²
fillers: 1216 / 5670
inverters: 16 / 60.1
repair buffers: 158 / 1330
flip-flops and latches: 88 / 1780
clock inverters: 95 / 375
multi-input cells: 610 / 3720
clock buffers: 10 / 234
well taps: 176 / 220
## worst min path at each step
stage	start	to	slack [ns]	cells past startpoint
CTS	spi_word[15]	spi_word[16]	0.42	2
global route	spi_word[8]	spi_word[9]	0.44	2
finish	spi_word[10]	spi_word[11]	0.41	2
## worst max-delay path, cell delays in order, from the launching register on
cell and delay, ns:
sky130_fd_sc_hd__dfxtp_2 0.33, sky130_fd_sc_hd__nor2b_4 0.17, sky130_fd_sc_hd__nand2_2 0.09, sky130_fd_sc_hd__buf_4 0.13, sky130_fd_sc_hd__buf_4 0.12, sky130_fd_sc_hd__buf_6 0.12
sky130_fd_sc_hd__buf_6 0.12, sky130_fd_sc_hd__nor2_4 0.09, sky130_fd_sc_hd__buf_2 0.09
## repair_timing
action                                  in CTS  in global routing
gates resized                              120                 28
cloned                                       1                  0
pin swaps                                   24                 10
setup buffers                               35                 11
endpoints found under the setup margin      25                 23
Power figures rest on the tool's default switching activity, not on a simulated workload.
